`/design/flow/design.v`:
```
module minmax (
    input logic clk,
    input logic rst,
    input int num,
    output int min,
    output int max
);
    always_ff @(posedge clk) begin
        if (rst) begin
            min <= num;              
            max <= num;
        end 
        else begin
            if (num > max) begin
                max <= num;
            end
            else if(num < min) begin
                min <= num;
            end
        end
    end
endmodule
```
`/design/flow/run.sh`:
```
#!/bin/bash
# OpenROAD 26Q1-2900-gdf79404cd8, Yosys 0.63+post, stock flow scripts
make -C /OpenROAD-flow-scripts/flow DESIGN_CONFIG=/design/flow/config.mk WORK_HOME=/design/flow/orfs finish
```
`/design/flow/config.mk`:
```
export PLATFORM = sky130hd
export DESIGN_NAME = minmax
export DESIGN_NICKNAME = minmax
export VERILOG_FILES = /design/flow/design.v
export SDC_FILE = /design/flow/constraint.sdc
export NUM_CORES = 4
export LEC_CHECK = 1
export CORE_UTILIZATION = 50
export SYNTH_HDL_FRONTEND = slang
```
`/design/flow/constraint.sdc`:
```
current_design minmax

set clk_period 9.6
set clk_io_pct 0.2

create_clock -name clk0 -period $clk_period [get_ports {clk}]

set non_clock_inputs [all_inputs -no_clocks]
set_input_delay [expr $clk_period * $clk_io_pct] -clock clk0 $non_clock_inputs
set_output_delay [expr $clk_period * $clk_io_pct] -clock clk0 [all_outputs]
```
==> out/metrics.yaml <==
timing.final.crit_share_pct: 51.0
power_frac_clock_pct: 23.5
min_from: "min[31]"
dr_wl_met2_um: 3470
worst-path-max-fanout: 19
ctsResizeCount: 0
synth_area_per_cell_um2: 12.2
clock-sinks: 64
grt_antenna_before_repair: 0
vias: 2557
post-dp-hpwl_um: 5620
post_layout_nonfiller_instances: 500
period_needed_ns: 4.89
cpMaxStageDelayCell: "nand2b_1"
dpl.cell_count: 487
core_area_um2: 6830
synth_area_um2: 3550
hp-class: "reg -> reg"
post_cts_buffers: 0
crit_arrival_ns: 4.90
path_class: "in -> reg"
ant_nets: 0
hold_viol_final: 0
numCtsBuffers: 9
yosys_register_bits: 64
grt_pass1_wl_um: 11900
cts_tree: "built"
drtIter0Drc: 77
syn_inst: 292
p_comb_share_pct: 27.1
log.warning_count: 26
clk_pin_slew_ns: 0.06
dieWidth_um: 86.3
critPathTopFamily: "simple AND/OR/NAND/NOR gates"
r2r-start: "max[31]"
io_pins: 98
switchingPower_uw: 201
final-setup-viol-count: 0
crit_start: "num[31]"
dieArea_um2: 7450
ys_async_sr_fraction_pct: 0
reg2reg_depth: 9
holdPathStages: 5
hold_buffers: 0
enable_flop_cells: 64
final_cell_mix: "97 x clkdlybuf4s50_1, 66 x inv_1, 64 x edfxtp_1"
ys_types: 37
internal_power_uw: 557
finalSetupTns_ns: 0
worst_path_largest_cell_delay_ns: 0.52
crit_chain: "clkdlybuf4s50_1, ha_1, nand4_2, nor4_2, or2b_1, o41ai_1, a221o_1, nand2b_1, buf_4"
grtUsageTotal_pct: 22.2
cp-end-kind: "register"
wl_um: 7340
max_slew_margin_pct: 47.9
p_sw_share_pct: 26.6
dp_slack_ns: 4.29
maxClockFrequency_mhz: 204
cp.required_ns: 9.61
ys_cells: 292
outcome: "finished, final reports clean"
viasPerCell: 5.11
path_buffers: 2
vdd_drop_max_mv: 0.103
gr-total-overflow: 0
ys_chip_area_um2: 3550
p_leak_uw: 0.00212
layout.cells.most_common: "clkdlybuf4s50_1"
skew_ns: 0.00661
clkLatencyLatePin_ns: 0.34
crit_cells: 9
htreeDepth: 3
cts-root-buf: "clkbuf_8"
wl_met1_um: 3380
pwr_density_cell_nw_per_um2: 158
row_count: 30
startpoint_type: "primary input"
top_layer: "met4"
setup_slack_ns: 4.71
p_total_uw: 758
areaGrowthSynthToFinish_pct: 35.1
place_congestion: 0.844
synth_warnings: 0
drc: 0
antennaDiodeCount: 0
clock_path_buffers: 2
grt_pass1_vias: 2521
layout-drive-gt1-share_pct: 4.21
met3WireLength_um: 413
grt_start_max_net_pins: 20
grt_setup_unrepaired: "false"
tightest_slew_ns: 0.782
maxCapViolations: 0
synthFlopType: "edfxtp_1"
ys_seq_share_pct: 54.1
detail_route.first_pass.iterations: 4
seq_power_share_pct: 49.5
wl_per_cell_um: 14.7
io_buffers: 97
die_h_um: 86.3
drv_slew: 0
fp_util_pct: 52.0
-- sequential cells by signal (all words and copies together) (netlist names) --
signal,count
min,32
max,32
-- worst register-to-register path, stage by stage, from the launching register on --
cell and delay, ns:
edfxtp_1 0.34, inv_1 0.05, ha_1 0.39, nand4_2 0.20, nor4_2 0.36, or2b_1 0.14
o41ai_1 0.05, a221o_1 0.33, nand2b_1 0.52, buf_4 0.43
-- layout make-up --
type | instances | area, um^2
Tap cell | 96 | 120
Timing Repair Buffer | 99 | 986
Sequential cell | 64 | 1920
Clock inverter | 3 | 12.5
Multi-Input combinational cell | 161 | 1380
Clock buffer | 10 | 128
Inverter | 67 | 251
Fill cell | 489 | 2030
-- final timing paths --
kind                            endpoint  slack [ns]
worst max-delay path              max[4]        4.71
worst min-delay path             min[30]        1.48
worst min register to register   min[30]        1.48
worst max register to register    max[4]        6.46
-- power by group through the flow --
stage | Sequential (uW) | Combinational, uW | Clock, uW
CTS | 375 | 209 | 184
global route | 380 | 233 | 195
finish | 375 | 205 | 178
-- cells by family after synthesis --
group           after synthesis  share of synthesized area, %
fa+ha+maj                    63                          22.2
compound gates               51                          8.98
simple gates                 47                          7.64
buf+inv                      67                          7.08
flops                        64                          54.1
-- synth_stat cells (2+ instances only) --
cell type | count | share of area, %
edfxtp_1 | 64 | 54
o21ai_0 | 6 | 0.85
nand3_1 | 7 | 0.99
a21o_1 | 5 | 1.1
nand4_1 | 10 | 1.8
a21oi_1 | 23 | 3.2
nand4_2 | 2 | 0.70
nor2_1 | 3 | 0.32
nand2_1 | 12 | 1.3
inv_1 | 66 | 7.0
o41ai_1 | 2 | 0.49
nor4_1 | 3 | 0.53
o211ai_1 | 2 | 0.42
ha_1 | 63 | 22
a211oi_1 | 2 | 0.42
-- metal layers --
layer,track usage [%],vias to the layer above
met1,36.4,1197
li1,-,1278
met3,5.70,8
met2,34.0,74
met5,0,-
met4,2.12,0
-- per-stage QoR --
step,cell area (um^2),utilization [%],hold WS [ns]
floorplan,3550,-,1.45
global placement,4660,68.2,1.47
detailed placement,4660,68.2,1.48
CTS,4800,70.2,1.48
global route,4800,70.2,1.57
finish,4800,70.2,1.48
Power and IR drop assume default switching activity.
