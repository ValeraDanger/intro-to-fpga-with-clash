`flow/design.v`:
```
module impl_conv #(
    parameter int COUNT_OF_BITS = 4
) (
    input logic clk,
    input logic rst,
    input logic [COUNT_OF_BITS-1:0] num,
    output logic [COUNT_OF_BITS-1:0] out,
    output logic [COUNT_OF_BITS-1:0] acc
);
    always_comb begin
        out = ~acc | num;
    end
    always_ff @(posedge clk) begin
        if (rst) begin
            acc <= 4'b1111;                
        end else begin
            acc <= out;
        end
    end
endmodule
```
`flow/run.sh`:
```
#!/bin/bash
# OpenROAD 26Q1-2900-gdf79404cd8, Yosys 0.63+post, stock flow scripts
make -C /OpenROAD-flow-scripts/flow DESIGN_CONFIG=/design/flow/config.mk WORK_HOME=/design/flow/orfs finish
```
`flow/config.mk`:
```
export PLATFORM = sky130hd
export DESIGN_NAME = impl_conv
export DESIGN_NICKNAME = impl_conv
export VERILOG_FILES = /design/flow/design.v
export SDC_FILE = /design/flow/constraint.sdc
export NUM_CORES = 4
export LEC_CHECK = 1
export CORE_AREA = 10 10 70 70
export DIE_AREA = 0 0 80 80
export SYNTH_HDL_FRONTEND = slang
```
`flow/constraint.sdc`:
```
current_design impl_conv

set clk_period 1.0
set clk_io_pct 0.2

create_clock -name clk0 -period $clk_period [get_ports {clk}]

set non_clock_inputs [all_inputs -no_clocks]
set_input_delay [expr $clk_period * $clk_io_pct] -clock clk0 $non_clock_inputs
set_output_delay [expr $clk_period * $clk_io_pct] -clock clk0 [all_outputs]
```
==> flow_metrics.tcl <==
# place-and-route summary
set metrics [dict create \
    synth_cell_types 3 \
    avgSynthCellArea_um2 11.7 \
    ys_async_sr_fraction 0 \
    die_w_um 80 \
    n_fill_cell 395 \
    instances_no_fill 78 \
    drt-pass1-iter-count 3 \
    netlist_top_cells_count "4 x dfxtp_1, 4 x nand2b_1, 4 x or3b_1" \
    ys_area_um2 140 \
    die_y_um 80 \
    grt-ovfl-total 0 \
    cts-root-buf "clkbuf_4" \
    violations "negative setup slack" \
    yosys-top-cells-area "dfxtp_1 57%, or3b_1 25%, nand2b_1 18%" \
    antenna_cells 0 \
    antenna_left 0 \
    largest_reg_flops 4 \
    grt_antenna_before_repair 0 \
    rows 21 \
    regToRegSetupSlack_ns 0.04 \
    cts-buffers-inserted 3 \
    viasPerCell 2.08 \
    track_usage 0.0213 \
    wl_um 611 \
    netlist_area_um2 140 \
    routedWlPerCell_um 7.83 \
    pwr_density_cell_nw_per_um2 1140 \
    power.ir.vdd_worst_mv 0.135 \
    yosysTopAreaCell "dfxtp_1" \
    min-delay-path-class "in2reg" \
    status "complete, but fails checks" \
    period_used_share 1.00 \
    port_buffers 13 \
    warnings 27 \
    crit_slowest_cell "dfxtp_2" \
    ys_seq_frac 0.571 \
    setup_viol 1 \
    reg_top3 "acc x4" \
    max_slew.worst_pin.slew_ns 0.139 \
    regMostFlops "acc" \
    grt_max_degree 5 \
    reg2reg_to "acc[0]" \
    via_count 162 \
    synth_top_area_share 0.571 \
    dp.cells 71 \
    slew_viol_final 0 \
    critPathMaxStageDelay_ns 0.32 \
    holdPathEnd "acc[1]" \
    arrival_ns 0.80 \
    placed_area_um2 328 \
    p_leak_nw 0.177 \
    worstSkewPairLatency_ns 0.23 \
    core_um2 3420 \
    h-tree-depth 1 \
    hold_viol_final 0 \
    grt_pass1_wl_um 1010 \
    cts_buffer_depth 2 \
    cap_viol_max_count 0 \
    layout_min_cycle_time_ns 1.00 \
    drcViolationCount 0 \
    ys_ff 4 \
    crit_chain "buf_6 -> nand2b_4 -> buf_6" \
    layout_setup_ws_ns -0.00195 \
    edf_count 0 \
    r2r-start "acc[0]" \
    die_area_um2 6400 \
    synth_cells 12 \
    ys_cells 12 \
    fin_skew_ns 0 \
    fp_util 0.0410 \
    clkTransAtPathRegs_ns 0.04 \
    synth_top_flop_cell "dfxtp_1" \
    grt_pass1_vias 185 \
    cp-start-kind "flop" \
    min_path_cells 2 \
    hp-start "num[1]" \
    criticalPathCategory "reg2out" \
    ios 14 \
    cts_tree "yes" \
    max_freq_ghz 0.998 \
    relSlewSlack 0.907 \
    critPathRequiredTime_ns 0.80 \
    whs_ns 0.285 \
    cts_sinks 4 \
    drtIter0Drc 1 \
    r2r_cells 3 \
    area_growth_syn_to_layout_pct 194 \
    final_area_um2 412 \
    rsz0062_at_grt "yes" \
    cp_max_fo 2 \
    endpoint_kind "output pin" \
    synth_warnings 0 \
    layout-drive-gt1-share 0.563 \
    gp_congestion 0.666 \
    crit_path_frequent_cell "buf_6" \
]
[worst max path at each step]
| stage | end | from | slack (ns) | cells after the start |
|---|---|---|---|---|
| 6_report | out[3] | acc[3] | -0.002 | 3 |
| 4_1_cts | out[3] | acc[3] | -0.02 | 3 |
| 5_1_grt | out[3] | acc[3] | -0.05 | 3 |
[power by group]
group / switching, mW / internal (mW) / total (mW)
sequential: 0.00587 / 0.171 / 0.177
combinational: 0.0214 / 0.0692 / 0.0906
clock: 0.0680 / 0.134 / 0.202
[worst max-delay path, delay by kind of cell (launching register included)]
family | cells | cell delay, ns
DFF | 1 | 0.32
buffers and inverters | 2 | 0.20
and+or+nand+nor | 1 | 0.05
[kinds of logic (layout without fill, tap and decap cells)]
kind of cell	after synthesis	in the layout	share of synthesized area
flops	4	4	0.571
simple gates	8	8	0.429
buf+inv	0	20	0
[metrics by stage]
stage	power (mW)	util	setup slack (ns)	TNS (ns)
6_report	0.470	0.121	-0.00195	-0.00195
5_1_grt	0.508	0.121	-0.0457	-0.143
4_1_cts	0.469	0.110	-0.0181	-0.0399
3_5_place_dp	0.252	0.0960	-0.444	-2.50
3_3_place_gp	0.252	0.0960	-0.441	-2.44
2_1_floorplan	0.186	-	0.256	0
[cell type report]
cell class,count,area (µm²),share of cell area
Timing Repair Buffer,17,164,0.398
Sequential cell,4,85.1,0.207
Clock buffer,3,22.5,0.0547
Multi-Input combinational cell,8,82.6,0.201
Tap cell,46,57.6,0.140
[per-layer routing]
metal,global-route usage,vias up,routed length (µm)
li1,-,83,-
met1,0.0213,74,214
met2,0.0345,5,330
met3,0.0159,0,66
met4,0.00528,0,0
met5,0,-,0
[cell usage in the layout (no fill, tap or decap)]
cell and instances:
or3b_1 4, dlygate4sd2_1 5, clkbuf_4 3, nand2b_4 3, clkdlybuf4s15_1 3, dfxtp_2 4, clkdlybuf4s50_1 1, buf_4 1
nand2b_1 1, buf_2 1, buf_6 6
[repair_timing]
action	in CTS	in global routing
buffers inserted	3	1
resized	29	7
hold buffers	0	0
cloned	0	0
endpoints found under the setup margin	8	7
Power and IR drop assume default switching activity.
