$ cat run.sh
#!/bin/bash
# OpenROAD 26Q1-2900-gdf79404cd8, Yosys 0.63+post, stock flow scripts
make -C /OpenROAD-flow-scripts/flow DESIGN_CONFIG=/design/flow/config.mk WORK_HOME=/design/flow/orfs finish
$ cat config.mk
export PLATFORM = sky130hd
export DESIGN_NAME = multiadder
export DESIGN_NICKNAME = multiadder
export VERILOG_FILES = /design/flow/design.v
export SDC_FILE = /design/flow/constraint.sdc
export NUM_CORES = 4
export LEC_CHECK = 1
export CORE_AREA = 10 10 95 95
export DIE_AREA = 0 0 105 105
export SYNTH_HDL_FRONTEND = slang
$ cat design.v
module adder_logic_1_bit (
    input  logic a,
    input  logic b,
    input  logic c_in,
    output logic c_out,
    output logic sum
);
  assign sum   = a ^ b ^ c_in;
  assign c_out = (a & b) | (c_in & (a ^ b));
endmodule
module adder_multibits_reuse #(
  parameter int COUNT_OF_BITS = 4  
) (
  input logic [COUNT_OF_BITS-1:0] a,  
  input logic [COUNT_OF_BITS-1:0] b,
  input logic c_in,
  output logic c_out,
  output logic [COUNT_OF_BITS-1:0] sum
);
  logic [COUNT_OF_BITS:0] carry;  
  assign carry[0] = c_in;  
  assign c_out = carry[COUNT_OF_BITS];
  genvar i;  
  generate  
    for (i = 0; i < COUNT_OF_BITS; i++)
      adder_logic_1_bit add(  
        .a(a[i]),
        .b(b[i]),
        .c_in(carry[i]),
        .c_out(carry[i + 1]),  
        .sum(sum[i])
      );
  endgenerate
endmodule
module multiadder #(
    parameter int k = 4,
    parameter int n = 8
) (
    input logic [n-1:0] num [k-1:0], 
    output logic [n+k-1:0] sum         
);
    localparam int BIT_COUNT = n + k;
    logic [BIT_COUNT-1:0] partial_sum [0:k];
    logic c_out [0:k-1];
    assign partial_sum[0] = 0;  
    genvar m; 
    generate 
        for (m = 0; m < k; m++) begin : adder_inst
            adder_multibits_reuse #(.COUNT_OF_BITS(BIT_COUNT)) add_inst ( 
                .a(partial_sum[m]),
                .b({ {(BIT_COUNT - n){1'b0}}, num[m] }),  
                .c_in(1'b0),  
                .c_out(c_out[m]),
                .sum(partial_sum[m+1])
            );
        end
    endgenerate
    assign sum = partial_sum[k];  
endmodule
$ cat constraint.sdc
current_design multiadder

set clk_period 9.1
set clk_io_pct 0.2

create_clock -name clk0 -period $clk_period

set non_clock_inputs [all_inputs -no_clocks]
set_input_delay [expr $clk_period * $clk_io_pct] -clock clk0 $non_clock_inputs
set_output_delay [expr $clk_period * $clk_io_pct] -clock clk0 [all_outputs]
==> tab_implementation.tex <==
% Implementation results table
\begin{tabular}{lr}
\hline
Metric & Value \\
\hline
\multicolumn{2}{l}{\textbf{Floorplan}} \\
Number of core rows & 30 \\
Top-level port count & 44 \\
Die Width & 105 um \\
Starting utilization of the core area & 11.2\% \\
DIE HEIGHT & 105 um \\
Die Size & 0.0110 mm2 \\
Core region area & 0.00691 mm2 \\
\multicolumn{2}{l}{\textbf{Outcome}} \\
Outcome & finished clean \\
\multicolumn{2}{l}{\textbf{Worst setup path}} \\
Category of the worst setup path launch point & primary input \\
Classification of the worst setup path & in2out \\
Crit path required time & 7.28 ns \\
Crit-path max FO & 2 \\
Endpoint kind of the worst setup timing path & output pin \\
Worst EP arrival & 7.05 ns \\
\multicolumn{2}{l}{\textbf{Routing}} \\
Total routed wirelength & 1690 um \\
Residual antenna-violating net count after detailed routing & 0 \\
WL/cell & 8.01 um \\
Number of diodes & 0 \\
Pre-Repair DR Iteration Count & 2 \\
Starting DRC count in detailed routing & 1 \\
DRC violations left & 0 \\
Vias after detailed routing & 550 \\
Drt via density & 2.61 \\
\multicolumn{2}{l}{\textbf{Timing}} \\
Final setup fails & 0 \\
Cycle use final & 97.5\% \\
Hold WS & 4.68 ns \\
Max-slew violation count & 0 \\
Top achievable clock speed & 0.113 GHz \\
Final Hold Violating Endpoints & 0 \\
Period minus WS final & 8.87 ns \\
\multicolumn{2}{l}{\textbf{Yosys}} \\
Most common cell in the netlist & inv\_1 \\
Synth cell count leaders & inv\_1 (43), fa\_1 (22), buf\_4 (12) \\
Mean Syn Cell Area & 9.18 um2 \\
Synthesized instance count & 84 \\
Tally of unique sky130hd cells used after synthesis & 5 \\
Top cells by area in the synthesized netlist & fa\_1 (57\%), inv\_1 (21\%), buf\_4 (12\%) \\
Cell taking the most area after synthesis & fa\_1 \\
Yosys warns & 0 \\
Seq share, synth & 0\% \\
Combined area of all synthesized cells & 771 um2 \\
Yosys-reported design area after synthesis & 771 um2 \\
Proportion of netlist area held by the largest area contributor & 57.1\% \\
\# Cells Yosys & 84 \\
\multicolumn{2}{l}{\textbf{Hold path}} \\
Kind of path behind the tightest hold check & in2out \\
Hold Path Cell Cnt & 3 \\
\multicolumn{2}{l}{\textbf{Global route}} \\
GR Overflow Total & 0 \\
Number of global-route vias before repair & 577 \\
Global-route wire length before repair & 2570 um \\
Initial antenna violation count & 0 \\
Largest net degree at the start of global routing & 3 \\
GRT Resource Usage Total & 2.87\% \\
\multicolumn{2}{l}{\textbf{Placed design}} \\
Routability-driven placement congestion ratio & 0.716 \\
Number of cells in the design after placement & 211 \\
\# port buffers & 43 \\
HPWL after DPL & 1760 um \\
\multicolumn{2}{l}{\textbf{Power and ir drop}} \\
Worst ir drop on vdd & 58.1 uV \\
Cell-internal power & 106 uW \\
Share of total power in sequential cells & 0\% \\
Switching share of total power & 35.6\% \\
Leakage component of the power & 0.000592 uW \\
Combinational power share & 100.0\% \\
Switching pwr & 58.5 uW \\
Power per unit of standard cell area & 130 mW/mm2 \\
Clock share of power & 0\% \\
\multicolumn{2}{l}{\textbf{Layout}} \\
Final core occ & 18.3\% \\
Number of fill cells in the layout & 787 \\
Count of clock-net buffers in the final layout & 0 \\
Area taken by flip-flops and latches & 0 um2 \\
Final sequential cell count & 0 \\
Layout Cells excl Fill & 211 \\
Relative area change from synthesis to final layout & 63.6\% \\
Layout cell share with drive strength beyond 1 & 11.3\% \\
\multicolumn{2}{l}{\textbf{Flow run}} \\
Maxcap violations & 0 \\
OpenROAD warning count & 34 \\
\multicolumn{2}{l}{\textbf{Clock network}} \\
Number of hold buffers added after CTS & 0 \\
Setup repair bufs after CTS & 0 \\
\hline
\end{tabular}
[cell type report]
type	count	area [um2]	area share, %
inverter	43	161	12.8
timing repair buffer	43	430	34.1
tap	96	120	9.52
multi-input combinational	29	549	43.6
[power by group through the flow]
stage / combinational [uW] / clock [uW] / sequential [uW]
finish: 164 / 0 / 0
global route: 194 / 0 / 0
CTS: 170 / 0 / 0
[what timing repair did]
item                       CTS  global route
setup endpoints to repair    1             2
gates resized                3            10
pin swaps                    0             3
[metrics by stage]
stage                     instance area [um2]  TNS (ns)  worst slack (ns)  total power [uW]
after floorplan                           771         0             0.986               108
after global placement                   1230   -0.0624           -0.0624               166
after detailed placement                 1230   -0.0425           -0.0425               166
after CTS                                1240         0            0.0106               170
after global routing                     1260   -0.0174           -0.0174               194
final                                    1260         0             0.228               164
[final timing paths]
path | end | slack (ns) | from
hold / removal | sum[0] | 4.68 | num[24]
setup / recovery | sum[8] | 0.23 | num[8]
[cells in the final DEF (no fill, tap or decap), drive strengths merged]
| cell type | Yosys | layout |
|---|---|---|
| ha | 6 | 6 |
| conb | 1 | 1 |
| clkdlybuf4s50 | 0 | 43 |
| fa | 22 | 22 |
| inv | 43 | 43 |
[cell families after synthesis]
group,count (synthesis),share of synthesized area (%)
adders and majority gates,28,66.9
other,1,0.487
buffers and inverters,55,32.6
[worst max-delay path: stages]
cell and delay, ns:
clkdlybuf4s50_1 0.46, ha_1 0.13, inv_1 0.05, fa_1 0.37
fa_2 0.52, inv_1 0.05, fa_2 0.52, inv_1 0.05
fa_1 0.40, fa_2 0.36, fa_2 0.38, fa_2 0.34
fa_2 0.35, fa_2 0.34, inv_2 0.07, fa_1 0.40
clkdlybuf4s50_1 0.42
[routing by layer]
metal | track usage (%) | wire length (um) | vias to the layer above
met5 | 0 | 0 | -
met4 | 0 | 0 | 0
met3 | 1.18 | 174 | 0
met2 | 5.43 | 826 | 29
met1 | 3.08 | 690 | 260
li1 | - | - | 261
No activity file was given, so power comes from the tool's default toggle rates.
